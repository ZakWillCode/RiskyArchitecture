[design/flow/run.sh]
#!/bin/bash
# OpenROAD 26Q1-2900-gdf79404cd8, Yosys 0.63+post, stock flow scripts
make -C /OpenROAD-flow-scripts/flow DESIGN_CONFIG=/design/flow/config.mk WORK_HOME=/design/flow/orfs finish
[design/flow/config.mk]
export PLATFORM = sky130hd
export DESIGN_NAME = controller_hazard
export DESIGN_NICKNAME = controller_hazard
export VERILOG_FILES = /design/flow/design.v
export SDC_FILE = /design/flow/constraint.sdc
export NUM_CORES = 4
export LEC_CHECK = 1
export CORE_AREA = 10 10 75 75
export DIE_AREA = 0 0 85 85
[design/flow/constraint.sdc]
current_design controller_hazard

set clk_period 1.4
set clk_io_pct 0.2

create_clock -name clk0 -period $clk_period [get_ports {clk}]

set non_clock_inputs [all_inputs -no_clocks]
set_input_delay [expr $clk_period * $clk_io_pct] -clock clk0 $non_clock_inputs
set_output_delay [expr $clk_period * $clk_io_pct] -clock clk0 [all_outputs]
[design/flow/design.v]
module controller_hazard (
    input 	    clk,
    input           rst,
    input   [1:0]   ra,
    input   [1:0]   rb,
    input   [1:0]   ra_ID,
    input   [1:0]   rb_ID,
    input   [1:0]   ra_EX,
    input   [1:0]   ra_MEM,
    input           br_taken, 
    input	    wb_reg_en_EX,
    input	    wb_reg_en_MEM, 
    input	    mem_read,
    input	    id_store_stall,
    input	    id_out_en,   
    output  reg         br_clr,
    output  reg  	out_en_master,
    output  reg 	pc_en,
    output  reg 	IF_en,
    output  reg 	ID_stall,
    output  reg [1:0]   A_dh_sel,
    output  reg [1:0]   B_dh_sel
);
	reg  [2:0]	stall = 3'b00;
	always @(negedge clk) begin
		if (!mem_read) begin
			if ((id_store_stall || id_out_en) && (stall < 2)) begin
				stall <= stall + 1;
				pc_en <= 1'b0;
				IF_en <= 1'b0;
				ID_stall <= 1'b1;
				out_en_master <=1'b0;
			end else if ((id_out_en) && (stall < 4)) begin
				stall <= stall + 1;
				pc_en <= 1'b0;
				IF_en <= 1'b0;
				ID_stall <= 1'b1;
				out_en_master <=1'b1;
			end else begin 
				stall <= 2'b00;
				pc_en <= 1'b1;
				IF_en <= 1'b1;
				ID_stall <= 1'b0;
				out_en_master <= 1'b0;
			end
		end else begin
			if((ra_ID == ra) || (rb_ID == rb)) begin
				pc_en <= 1'b0;
				IF_en <= 1'b0;
				ID_stall <= 1'b1;
			end else begin
				pc_en <= 1'b1;
				IF_en <= 1'b1;
				ID_stall <= 1'b0;
			end
		end	
	end
    always @(*) begin
				  if(rst || br_taken) begin
						br_clr <= 1'b1;
					end else begin
						br_clr <= 1'b0;
					end
			A_dh_sel = 2'b00;
			B_dh_sel = 2'b00;
				  if (wb_reg_en_EX) begin 
				if (ra_EX == ra_ID) begin       
							A_dh_sel = 2'b10;
				end
				if (ra_EX == rb_ID) begin
					B_dh_sel = 2'b10;
				end
			end 
			if (wb_reg_en_MEM) begin 
				if (ra_MEM == ra_ID) begin       
							A_dh_sel <= 2'b01;
				end
				if (ra_MEM == rb_ID) begin
					B_dh_sel <= 2'b01;
				end
			end
    end
endmodule
==> reports/notes.md <==
• 842 nW/um2 — total power divided by cell area
• stall[0] — r2r startpoint
• 0 — number of antenna violations at the first check in global routing
• 5 — final count of negative-setup-slack endpoints
• 5 — number of DRC violations after detailed-routing iteration 0
• 4.06% — met1 track utilization from global routing
• 0 — Routed Antenna Nets
• 0.000408 uW — reported leakage power
• 6 — maximum number of pins on one net before global-route repair
• 9.90% — fp_density
• 0.602 ns — worst-case hold slack
• 733 uW — sum of internal, switching and leakage power
• stall[0] — launch instance of the worst min-delay path
• 0 — MaxCap Viol Count
• sky130_fd_sc_hd__xnor2_1, sky130_fd_sc_hd__edfxtp_1, sky130_fd_sc_hd__xor2_1 — most used standard cells in the synthesized netlist
• 39 — yosys cell count
• 0% — share of async-settable or async-resettable flops after synthesis
• 3.39% — GRT Util Overall
• 4060 um2 — core area
• 192 uW — switching pwr
• 3.20 — number of vias per cell after detailed routing
• sky130_fd_sc_hd__xnor2_1 — most frequent cell after synthesis
• 53.8% — fraction of layout instances using a drive strength above 1
• 7230 um2 — area enclosed by the die boundary
• sky130_fd_sc_hd__edfxtp_1 — main flop type
• 39 — Syn Inst Count
• 28 — tally of buffers added on design ports
• 0.30 ns — clk ins delay skew pair
• 29 — number of placed I/O pins
• 44.3% — Clk pwr share
• 871 um2 — Non-Filler Cell Area, Final
• 2.99% — global-route met3 utilization
• 2 — clk buf depth
• 1 — number of buffer and inverter stages on the critical path
• 85 um — Chip Width
• out_en_master — source of the critical timing path
• 0.05 ns — Reg clk slew, reported paths
• 23 — row count
• 30.2% — Sequential Power Share
• 541 uW — internal power
• 3 — cts bufs inserted
• 0 — overflow left after global routing
• 0.34 ns — highest cell delay on the worst timing path
• 1.08 mm — half-perimeter wire length of the detailed placement result
• met2 — routing layer with the top usage in global route
• 0 — final count of pins violating max slew
• 4 — number of synthesized flops with an enable pin
• sky130_fd_sc_hd__clkbuf_8 — Root Buffer
• 0 — final hold violation count
• 4.29% — grt met2 use
• 10.0 um — average wire per cell in the routed design
• 21.5% — Util after Layout
• 29.9% — share of the synthesized area in the top cell type
• built — clock tree from TritonCTS
• negative setup slack — violated checks
• 19 — synth unique cells
• 2 — detailed-routing iteration count for the pre-antenna-repair pass
• 2.08 mm — first-pass GRT wire length
• 39.9% — sequential area share after synthesis
• 85 um — DIE HEIGHT
• 409 — via total after detailed routing
• 402 um2 — post-synthesis cell area
• 1 — number of warnings printed during yosys synthesis
• 1 — depth of the CTS H-tree
• 6 — Clock Sink Count
• -0.326 ns — final critical-path setup slack
• 6 — register bit total from synthesis
• 1.28 mm — Post-Route WL
• reg2out — category of the most critical setup path
• 117% — Synth-to-Final Area Change
• 0.183 ns — actual transition at the worst max-transition pin
• 0.0133 ns — Setup Skew
• 10.3 um2 — mean instance size in the synthesized netlist
• 0.745 — last weighted congestion value of the routability-driven placer
• 87.8% — Max-Slew Margin vs Limit
• 0 — number of antenna diodes
• 402 um2 — synthesis area per yosys
• 34 — OpenROAD warning count
• 1.45 ns — arrival time at the worst endpoint
• 788 um2 — Post-Place Cell Area
• sky130_fd_sc_hd__edfxtp_1, sky130_fd_sc_hd__xnor2_1, sky130_fd_sc_hd__dfxtp_1, sky130_fd_sc_hd__xor2_1, sky130_fd_sc_hd__mux2_4 — top post-synthesis cells by area
• reg2reg — Hold Path Class
• 0 — DRC violations left
• 1.12 ns — required time at the worst-slack endpoint
• true — setup repair after global routing missed its margin
• output pin — critical path endpoint category
• 26.2% — switching share of power
• 259 uV — largest voltage drop on the vdd net
• flip-flops — gate family responsible for the most delay along the worst path
• 1 — maximum fanout count along the critical path
• -0.736 ns — worst setup slack after placement
• 421 — fill cell count
• 512 — vias in the first global route
• sky130_fd_sc_hd__edfxtp_1 — critical path's slowest cell
• sky130_fd_sc_hd__edfxtp_1 — leading area contributor after synthesis
• flip-flop — type of element launching the critical path
• finished with violations — result of the run
• buf_2 — critical path cell sequence
• 25.5% — Gate power share
what timing repair did:
item	CTS	global route
pin swaps	10	6
resized	79	14
endpoints found under the setup margin	19	12
setup buffers	0	0
hold buffers	0	0
metrics by stage:
stage | TNS, ns | cells
floorplan | -0.454 | 39
global placement | -9.85 | 120
detailed placement | -10.09 | 120
CTS | -1.25 | 128
global route | -1.38 | 128
finish | -1.18 | 128
logic make-up after synthesis:
family	Yosys count	synth area share [%]
buffers and inverters	4	4.67
xor gates and xnor gates	12	26.2
AOI/OAI and AO/OA	2	2.80
DFF	6	39.9
muxes	2	6.23
and+or+nand+nor	12	17.1
adders and majority gates	1	3.11
metal layers:
metal | part of all wire, % | vias up | wire length, um
li1 | - | 204 | -
met1 | 45 | 178 | 580
met2 | 39 | 27 | 503
met3 | 16 | 0 | 200
met4 | 0 | 0 | 0
met5 | 0 | - | 0
power by group through the flow:
stage     Sequential, uW  Clock, uW  Combinational (uW)
4_1_cts              221        336                 175
5_1_grt              224        364                 206
6_report             221        325                 187
worst paths after layout:
kind                                 endpoint  slack, ns  depth (start not counted)
worst max-delay path            out_en_master      -0.33                          1
worst min-delay path                 stall[0]       0.60                          1
worst min register to register       stall[0]       0.60                          1
worst max register to register       stall[1]       0.25                          2
registers in the layout (all words and copies together), names as in the netlist:
name           cells
stall              3
ID_stall           1
IF_en              1
out_en_master      1
cells in the final DEF (no fill, tap or decap), types with 2 or more instances in the layout:
cell type                         instances
sky130_fd_sc_hd__buf_2                   12
sky130_fd_sc_hd__edfxtp_1                 4
sky130_fd_sc_hd__nand3_1                  2
sky130_fd_sc_hd__xnor2_2                  2
sky130_fd_sc_hd__dlygate4sd2_1            5
sky130_fd_sc_hd__buf_6                    8
sky130_fd_sc_hd__xnor2_1                  6
sky130_fd_sc_hd__xor2_2                   4
sky130_fd_sc_hd__nor2_1                   2
sky130_fd_sc_hd__inv_1                    6
sky130_fd_sc_hd__clkdlybuf4s50_1          2
sky130_fd_sc_hd__clkdlybuf4s15_1          2
sky130_fd_sc_hd__clkbuf_8                 3
sky130_fd_sc_hd__and2_1                   2
sky130_fd_sc_hd__dfxtp_2                  2
cell type report:
class                      count  area, um2  area share (%)
sequential                     6        163            18.7
clock inverter                 6       22.5            2.59
clock buffer                   3       41.3            4.74
tap                           50       62.6            7.18
inverter                       2       10.0            1.15
multi-input combinational     29        305            35.1
timing repair buffer          32        267            30.6
No activity file was given, so power comes from the tool's default toggle rates.
