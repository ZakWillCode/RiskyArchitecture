==> ./design.v <==
 module data_mem  
 (  
	input 		            clk,
	input 		            rst,
	input	[7:0]	result,  	 
    input   [7:0]   ea,
	input	        mem_en,  
	output  [7:0]	data  		 
 );  
	reg   [7:0]   ram     [0:255]; 
	integer i;
	always @(negedge clk) begin 
		if (rst) begin
			for (i = 0; i < 256; i = i + 1) begin
        			ram[i] <= 8'b00000000;
      			end
		end else if (mem_en) begin
            ram[ea] <= result;  
        end
	end     
    assign data = ram[ea];
 endmodule  
==> ./run.sh <==
#!/bin/bash
# OpenROAD 26Q1-2900-gdf79404cd8, Yosys 0.63+post, stock flow scripts
make -C /OpenROAD-flow-scripts/flow DESIGN_CONFIG=/design/flow/config.mk WORK_HOME=/design/flow/orfs finish
==> ./config.mk <==
export PLATFORM = sky130hd
export DESIGN_NAME = data_mem
export DESIGN_NICKNAME = data_mem
export VERILOG_FILES = /design/flow/design.v
export SDC_FILE = /design/flow/constraint.sdc
export NUM_CORES = 4
export LEC_CHECK = 1
export CORE_UTILIZATION = 40
==> ./constraint.sdc <==
current_design data_mem

set clk_period 29.7
set clk_io_pct 0.2

create_clock -name clk0 -period $clk_period [get_ports {clk}]

set non_clock_inputs [all_inputs -no_clocks]
set_input_delay [expr $clk_period * $clk_io_pct] -clock clk0 $non_clock_inputs
set_output_delay [expr $clk_period * $clk_io_pct] -clock clk0 [all_outputs]
==> flow_summary_export.csv <==
group,metric,value,unit
pwr,p_leak,0.0466,uW
routing,wl,257000,um
synth,netlist_instances,6117,
finish,largest_reg_flops,2048,
global_routing,met1_usage,28.9,%
clock_tree,clock_path_buffers,3,
worst_setup_path,critPathKind,"flip-flop to primary output",
job,maxCapViolCount,0,
die,core,233000,sq um
worst_setup_path,crit_path_max_incr_delay,670,ps
routing,drtAntennaViolNets,0,
finish,regMostFlops,"ram",
routing,first_iter_violations,3348,
global_routing,overflow,0,
worst_setup_path,cp.arrival,19020,ps
worst_setup_path,cp.required,23760,ps
place,dp_worst_setup_slack,4910,ps
worst_setup_path,startpoint_type,"flip-flop",
clock_tree,clk_pin_slew,50,ps
routing,num_vias,58100,
synth,synth_area,93900,sq um
outcome,status,"finished clean",
die,ios,27,
worst_setup_path,critPathCaptureType,"primary output",
clock_tree,postCtsHoldBufs,0,
sta,slew_headroom,25.5,%
routing,viasPerCell,5.11,
clock_tree,ctsResizeCount,0,
worst_setup_path,crit_fanout,1,
synth,numSynthFlops,2048,
die,die_y,487,um
clock_tree,numCtsBuffers,212,
min_path,worstHoldPathCells,7,
sta,setup_violations,0,
finish,drive_above_1_share,15.5,%
min_path,hold_path_class,"input port to primary output",
die,row_count,177,
global_routing,use_met2,32.7,%
finish,syn2layout_area_growth,19.8,%
global_routing,grtUsageMet3,18.3,%
synth,synth.distinct_cells,26,
synth,yosysWarningCount,1,
sta,hold-worst-slack,13680,ps
global_routing,grt_pass1_vias,65000,
die,die_area,237000,sq um
finish,top_regs,"ram: 2048 flops",
synth,ys_seq_share,65.5,%
clock_tree,h-tree-depth,4,
clock_tree,postCtsSetupBuffers,0,
synth,ys_chip_area,93900,sq um
place,dp_hpwl,154000,um
clock_tree,cts_root_buffer,"clkbuf_16",
sta,hold_viol,0,
routing,drcViolationCount,0,
finish,instances_no_fill,11400,
sta,maxSlewViolCount,0,
die,fp_util,40.3,%
clock_tree,tritoncts,"done",
pwr,p_per_area,69.1,nW/um^2
sta,rsz0062_at_grt,"false",
global_routing,grt_use_total,23.9,%
clock_tree,numClockSinks,2048,
job,log.warning_count,1027,
worst_setup_path,cp_slowest_cell,"o41ai_1",
sta,setup_ws,4740,ps
die,dieWidth,487,um
routing,avgRoutedWirePerCell,22.6,um
pwr,peakVddDrop,59.2,uV
routing,dr.pass1.iters,6,
global_routing,grt_busiest_layer,"met2",
place,place_inst,8922,
place,io_buffer_count,26,
synth,syn_avg_cell_area,15.4,sq um
worst_setup_path,cp_cell_sequence,"mux4_2 > a22oi_1 > a21oi_1 > o41ai_1 > buf_4 > nand4_1 > clkdlybuf4s50_1",
global_routing,antenna_found_initial,9,
synth,ys_cells,6117,
sta,worst_slew_pin_slew,1110,ps
place,gp_congestion,0.938,
global_routing,grt_max_degree,100,
global_routing,grt_pass1_wl,380000,um
sta,setup_tns,0,ps
## worst paths after layout
check,from,endpoint,slack (ps)
setup / recovery,ram[232][4],data[4],4740
hold / removal,ea[1],data[7],13680
## kinds of logic (layout without fill, tap and decap cells)
| family | Yosys count | after routing | share of synthesized area, % |
|---|---|---|---|
| other cells | 0 | 3 | 0 |
| flops | 2048 | 2048 | 65.5 |
| compound gates | 432 | 432 | 3.16 |
| mux | 512 | 512 | 12.3 |
| simple gates | 2628 | 2628 | 16.8 |
| buf+inv | 497 | 2614 | 2.25 |
## layout by cell type, fill, tap and decap left out, drive strengths merged
| cell | count |
|---|---|
| clkinvlp | 58 |
| buf | 154 |
| or2 | 243 |
| diode | 3 |
| nor3 | 5 |
| and3 | 131 |
| o41ai | 32 |
| nand2b | 7 |
| clkdlybuf4s50 | 15 |
| and2 | 1922 |
| nand4 | 8 |
| nor2b | 9 |
| nand2 | 37 |
| a22oi | 256 |
| nor2 | 259 |
| clkinv | 11 |
| clkbuf | 220 |
| mux4 | 512 |
| nand3 | 7 |
| a21o | 16 |
| bufinv | 43 |
| edfxtp | 2048 |
| inv | 2113 |
| a21oi | 128 |
## power breakdown
| group | switching [uW] | internal [uW] |
|---|---|---|
| sequential | 50.9 | 3340 |
| combinational | 278 | 163 |
| clock | 1860 | 2080 |
## through the flow
stage | total power, uW | utilization, % | area (sq um)
final | 7780 | 48.3 | 112000
after global routing | 8260 | 48.3 | 112000
after global placement | 4270 | 41.7 | 97200
after CTS | 7910 | 48.3 | 112000
after floorplan | 4090 | - | 93900
after detailed placement | 4280 | 41.7 | 97200
## Yosys cell counts
cell type  instances  area share, %
nor3_1             4          0.021
buf_2             57           0.30
buf_4              6          0.048
and3_1           131           0.87
nor2b_1            9          0.060
and2_1          1922             13
buf_1             37           0.15
nand2_2            1         0.0067
clkbuf_1         375            1.5
nor2_2            41           0.27
o41ai_1           32           0.30
or2_1             50           0.33
a21oi_1          128           0.68
buf_6             21           0.25
nor3_2             1          0.011
nand3_1            7          0.037
a21o_1            16           0.13
mux4_2           512             12
nand4_1            8          0.053
or2_2            193            1.3
nand2_1           36           0.14
nand2b_1           7          0.047
edfxtp_1        2048             65
nor2_1           218           0.87
a22oi_1          256            2.0
inv_1              1         0.0040
## final cells by class
cell class | instances | area (sq um)
antenna | 3 | 7.51
clock buffer | 220 | 5510
clock inverter | 2225 | 9750
fill | 19300 | 120000
multi-input combinational | 3572 | 30300
sequential | 2048 | 61500
tap | 3132 | 3920
timing repair buffer | 169 | 1460
## per-layer routing
metal	vias to the layer above	wire (um)
met2	2973	118000
li1	26600	-
met1	28100	92700
met3	429	38700
met4	4	8120
met5	-	161
## worst max-delay path: cells and delay by family (launching register included)
| family | cells | cell delay [ps] |
|---|---|---|
| buf+inv | 2 | 800 |
| compound gates | 3 | 1270 |
| flops | 1 | 400 |
| mux | 1 | 480 |
| simple gates | 1 | 420 |
Power is estimated from default activity; no workload was simulated.
