==> design/flow/design.v <==
module register  
 (  
	input		   		         rst, 
	input 		        	     clk, 
	input 		      	[1:0] 	ra,
	input			[1:0]	rb,
	input			[1:0]	wb,
	input 	signed  	[7:0]   data, 
	input 			    	    reg_en,
	input				reg_in_en,
	output 	signed 		[7:0]	reg_data1,
	output 	signed		[7:0]	reg_data2 
 );  
	reg	signed  [7:0]	reg_array [0:3];	 
	always @ (negedge clk) begin 	 
		if(rst) begin  				 
			reg_array[0] <= 8'b0;
			reg_array[1] <= 8'b0;
			reg_array[2] <= 8'b0;
			reg_array[3] <= 8'b0;
		end else if(reg_en || reg_in_en) begin  				 
				reg_array[wb] <= data;  	 
			end  
	end 
	assign reg_data1 = reg_array[ra];
    	assign reg_data2 = reg_array[rb];
endmodule  
==> design/flow/run.sh <==
#!/bin/bash
# OpenROAD 26Q1-2900-gdf79404cd8, Yosys 0.63+post, stock flow scripts
make -C /OpenROAD-flow-scripts/flow DESIGN_CONFIG=/design/flow/config.mk WORK_HOME=/design/flow/orfs finish
==> design/flow/config.mk <==
export PLATFORM = sky130hd
export DESIGN_NAME = register
export DESIGN_NICKNAME = register
export VERILOG_FILES = /design/flow/design.v
export SDC_FILE = /design/flow/constraint.sdc
export NUM_CORES = 4
export LEC_CHECK = 1
export CORE_AREA = 10 10 111 111
export DIE_AREA = 0 0 121 121
==> design/flow/constraint.sdc <==
current_design register

set clk_period 6.0
set clk_io_pct 0.2

create_clock -name clk0 -period $clk_period [get_ports {clk}]

set non_clock_inputs [all_inputs -no_clocks]
set_input_delay [expr $clk_period * $clk_io_pct] -clock clk0 $non_clock_inputs
set_output_delay [expr $clk_period * $clk_io_pct] -clock clk0 [all_outputs]
==> impl.org <==
* Implementation run

** Setup path
- Along the critical path, the tally of buffer and inverter instances is 1.
- Critical path's top delay family :: multiplexers
- In this run the worst path has a maximum fanout of 2.
- Element type at the critical path end :: primary output
- At the worst endpoint, the arrival time is 4.64 ns.
- Among all stages on the critical path, the maximum delay recorded is 0.47 ns.
- Count of cell instances traversed by the critical path :: 2
- Data on the critical path is required at its endpoint by 4.80 ns.
- Worst setup path class :: register to primary output
- Critical Path Start Type :: register
- Listed in order, past its start point the critical path passes mux4_2 -> clkdlybuf4s50_1.
- Library cell contributing the largest single delay on the critical path :: sky130_fd_sc_hd__mux4_2

** Route
- Signal routing reaches up to met4.
- Post-Route WL :: 4.316 mm
- Post-detailed-route wirelength per cell :: 13.79 µm
- In the routed design, unresolved DRC markers number 0.
- The first TritonRoute pass finished after 4 iterations.
- Ant diodes :: 0
- Violation count after the first detailed-route iteration :: 75
- Total number of vias :: 1,177
- Detailed routing placed a total of 1.895 mm of wire on met2.
- After detailed routing, the number of vias per cell comes to 3.760.
- The count of nets left with antenna violations once routing finished came out at 0.
- In the final routing, the length of wire on met1 measures 1.864 mm.
- Met3 wirelength from detailed routing :: 540 µm

** Run status
- The run finished with clean final reports.

** Placement
- Buffers added on ports :: 33
- After its last routability iteration, the placer logged a weighted congestion of 0.8284.
- Detailed placement finished with a half-perimeter wire length of 3.024 mm.
- Placed cell areas :: 2161 µm²

** Clocking
- After clock tree synthesis, the setup repair step added 0 buffers.
- Buffers inserted to repair hold after CTS numbered 0.
- Post-CTS repair changed the size of 0 cells.
- Clock root cell :: sky130_fd_sc_hd__clkbuf_8
- Buffers inserted during clock tree synthesis total 5.
- Clock Path Buffers :: 2
- The H-tree generated during clock tree synthesis spans 2 levels.
- TritonCTS clock tree :: done
- Clock tree synthesis found a total of 32 sinks.
- Post-CTS clock slew at the launch and capture registers of the worst setup and hold paths :: 0.03 ns

** Synth
- Counting every instance in the synthesized netlist gives 109.
- Chip area estimate from yosys synthesis :: 1653 µm²
- The cell area that synthesis handed to floorplanning was 1653 µm².
- Ys cells :: 109
- The synthesized design spends more area on one cell type than any other, namely sky130_fd_sc_hd__edfxtp_1.
- Avg Inst Size Synth :: 15.16 µm²
- Fraction of the yosys area taken by sequential cells :: 58.14%
- Post-synth regs :: 32
- By area the synthesized netlist is led by sky130_fd_sc_hd__edfxtp_1 (58%), sky130_fd_sc_hd__mux4_2 (22%), sky130_fd_sc_hd__nor3_1 (7.0%).
- Number of distinct library cells after synthesis :: 15
- Area fraction of the dominant cell type after synthesis :: 58.14%
- Warnings reported by Yosys during synthesis add up to 1.

** STA
- Pins over their slew limit in the final report were tallied at 0.
- For the final routed database, the setup TNS stands at 0 ns.
- Final hold viol count :: 0
- The end-of-flow timing check tallies setup violations at 0.
- At the pin with the least slew margin, the transition time is 0.7654 ns.
- The worst-case max-slew headroom was logged as 48.87%.
- RSZ-0062 raised after global routing :: no

** Global route
- The number of global-route vias before repair came to 1,325.
- Total grt overflow :: 0
- The number of antenna violations at the first check in global routing was 0.
- First-pass GRT wire length :: 6.796 mm
- Entering global routing, the biggest net connects 36 pins.
- Overall routing resource usage recorded by global route was 6.120%.

** Hold path
- Hold Path Origin :: ra[1]
- Hold Path Sink :: reg_data1[1]
- The worst hold path passes through 3 cells.
- Worst Hold Class :: primary input to primary output

** Power and ir drop
- The power report shows net switching accounting for 28.14% of the total.
- In this run, the combinational gates consume 16.3% of the power.
- Looking at the power breakdown, the clock network takes 38.2% of the total.
- Maximum resistive drop on vdd :: 0.08578 mV
- Per report_power, the sequential group accounts for 45.5% of the total.
- The script computed a power per unit cell area of 258.8 nW/µm².
- The switching component of the power was reported as 0.0001718 W.
- Cell internal power was estimated by the tool at 0.0004387 W.
- Standby leakage power :: 0.8947 nW

** Layout
- The finished cells cover 2359 µm².
- The library cell used most frequently in the layout, excluding fill and tap cells, is sky130_fd_sc_hd__inv_1.
- The filler cells instantiated in the layout total 997.
- Max reg flops :: 32
- The layout report lists the multi-input gate area as 624.3 µm².
- In the layout the commonest cells are sky130_fd_sc_hd__inv_1 (34), sky130_fd_sc_hd__clkdlybuf4s50_1 (33), sky130_fd_sc_hd__edfxtp_1 (32), sky130_fd_sc_hd__nor3_1 (23), sky130_fd_sc_hd__mux4_2 (16).
- Fraction of final layout cells with drive strength greater than 1 :: 18.89%
- In the final layout, the registers with the most flip-flops are reg_array: 32 flops.
- From synthesis to final layout, the design area changed by 42.69%.
- The largest register by flop count is reg_array.
- The sequential cells in the finished layout cover a total of 960.9 µm².

** Floorplanning
- Row generation in the floorplan step produced 36 rows.
- The core region is 9864 µm².
- Height of the chip :: 121 µm
- Overall die area :: 14,640 µm²
- At the floorplan stage, the core utilization is reported as 16.76%.
- For this design the top-level I/O count stands at 34.
- The die is 121 µm wide.

** Job
- Number of warnings in the stage logs :: 57
- Count of maximum capacitance violations :: 0
tightest hold or removal path, stage by stage:
cell and delay (ns):
sky130_fd_sc_hd__clkdlybuf4s50_1 0.67, sky130_fd_sc_hd__mux4_2 0.32, sky130_fd_sc_hd__clkdlybuf4s50_1 0.46
Yosys cell counts:
cell	number
sky130_fd_sc_hd__nor2_1	8
sky130_fd_sc_hd__mux4_2	16
sky130_fd_sc_hd__nor2_2	1
sky130_fd_sc_hd__inv_1	1
sky130_fd_sc_hd__nand2b_1	10
sky130_fd_sc_hd__buf_6	2
sky130_fd_sc_hd__nand2_1	1
sky130_fd_sc_hd__o21bai_1	4
sky130_fd_sc_hd__nor3_2	1
sky130_fd_sc_hd__edfxtp_1	32
sky130_fd_sc_hd__or2_0	1
sky130_fd_sc_hd__clkbuf_2	2
sky130_fd_sc_hd__nor3_1	23
sky130_fd_sc_hd__buf_2	4
sky130_fd_sc_hd__clkbuf_1	3
layout make-up:
| cell class | count | area share, % |
|---|---|---|
| flip-flops and latches | 32 | 40.74 |
| multi-input cells | 65 | 26.47 |
| repair buffers | 43 | 17.19 |
| well taps | 133 | 7.056 |
| clock inverters | 35 | 5.623 |
| clock buffers | 5 | 2.918 |
routing by layer:
| metal | GRT usage, % | vias to the layer above |
|---|---|---|
| met3 | 4.913 | 2 |
| met4 | 1.584 | 0 |
| met2 | 8.231 | 58 |
| met5 | 0 | - |
| met1 | 7.403 | 547 |
| li1 | - | 570 |
how the worst max path moves through the flow:
stage | startpoint | to | slack, ns
CTS | reg_array[2][5] | reg_data2[5] | 0.13
global route | reg_array[2][5] | reg_data2[5] | 0.08
finish | reg_array[0][7] | reg_data2[7] | 0.16
through the flow:
step | hold WS, ns | util [%] | setup WS, ns | cells | total power [W]
floorplan | 2.721 | - | 0.6260 | 109 | 0.0003554
global placement | 3.848 | 21.91 | 0.1083 | 274 | 0.0004139
detailed placement | 3.850 | 21.91 | 0.08238 | 274 | 0.0004153
CTS | 3.854 | 23.91 | 0.1280 | 313 | 0.0006224
global route | 3.892 | 23.91 | 0.08294 | 313 | 0.0006624
finish | 3.850 | 23.91 | 0.1639 | 313 | 0.0006105
power by group through the flow:
stage | registers (W) | clock network (W) | logic (W)
finish | 0.000278 | 0.000233 | 0.0000994
global route | 0.000280 | 0.000274 | 0.000109
CTS | 0.000278 | 0.000242 | 0.000102
kinds of logic (layout without fill, tap and decap cells):
family	after synthesis	in the layout	synth area share (%)
DFF	32	32	58.14
muxes	16	16	21.80
AOI/OAI and AO/OA	4	4	1.817
buffers and inverters	12	83	4.088
and+or+nand+nor	45	45	14.16
Power and IR drop assume default switching activity.
